$ cat flow/design.v
module FSM (
    input   wire            FSM_CLK,
    input   wire            FSM_RST,
    input   wire            Data_Valid,
    input   wire            PAR_EN,
    input   wire            ser_done,
    output  reg             ser_en,
    output  reg     [1:0]   mux_sel,
    output  reg             busy
);
localparam IDLE     =   'b000;
localparam START    =   'b001;
localparam DATA     =   'b010;
localparam PARITY   =   'b011;
localparam STOP     =   'b100;
localparam State_size = 3;
reg [State_size-1:0] Current_State, Next_State;
always @(posedge FSM_CLK or negedge FSM_RST)
begin
    if(!FSM_RST)
        begin
            Current_State <= IDLE;
        end
    else
        begin
            Current_State <= Next_State ;
        end
end
always @(*)
begin
    case (Current_State)
        IDLE: 
            begin
                if(Data_Valid)
                    begin 
                        Next_State = START;
                    end
                else
                    begin   
                        Next_State = Current_State;
                    end
            end 
        START:
            begin
                Next_State = DATA;
            end
        DATA:
            begin
                if(ser_done)
                    begin
                        if(PAR_EN)
                            Next_State = PARITY;
                        else
                            Next_State = STOP;
                    end
                else
                    begin
                        Next_State = DATA;
                    end
            end
        PARITY:
            begin
                Next_State = STOP;
            end
        STOP:
            begin
                if(Data_Valid)
                    Next_State = START;
                else
                    Next_State = IDLE;
            end
        default:
            begin
                Next_State = IDLE;
            end
    endcase
end
always @(*)
begin
    case(Current_State)
    IDLE    : begin
                ser_en = 1'b0;
                mux_sel = 2'b01;
                busy = 1'b0;
                end
    START   : begin
                ser_en = 1'b1;
                mux_sel = 2'b00;
                busy = 1'b1;
                end	
    DATA    : begin
                ser_en = 1'b1;
                mux_sel = 2'b10;
                busy = 1'b1;
                end
    PARITY  : begin
                ser_en = 1'b0;
                mux_sel = 2'b11;
                busy = 1'b1;
                end
    STOP    : begin
                ser_en = 1'b0;
                mux_sel = 2'b01;
                busy = 1'b1;
                end
    default : begin
                ser_en = 1'b0;
                mux_sel = 2'b00;
                busy = 1'b0;
                end			  
    endcase
end	
endmodule
module MUX (
    input   wire    [1:0]   mux_sel,
    input   wire            ser_data,
    input   wire            par_bit,
    output  reg             TX_OUT
);
always @(*)
begin
    case (mux_sel)
    2'b00   :   TX_OUT = 1'b0;       
    2'b01   :   TX_OUT = 1'b1;       
    2'b10   :   TX_OUT = ser_data; 
    2'b11   :   TX_OUT = par_bit; 
    default :   TX_OUT = 1'b1;
    endcase
end
endmodule
module Parity_Calc  #(parameter DATA_WIDTH = 8) (
    input   wire                        Parity_Calc_CLK,
    input   wire                        Parity_Calc_RST,
    input   wire    [DATA_WIDTH-1:0]    P_DATA,
    input   wire                        PAR_TYP,
    input   wire                        Data_Valid,
    output  reg                         par_bit
);
always @(posedge Parity_Calc_CLK or negedge Parity_Calc_RST)
begin
        if(!Parity_Calc_RST)
            par_bit <= 'b0;
        else if(Data_Valid)
            begin
                if(PAR_TYP == 0)  
                    par_bit <= ^P_DATA;
                else if(PAR_TYP == 1)  
                    par_bit <= ~^P_DATA;
            end
end
endmodule
module UART_TX #(parameter DATA_WIDTH = 8)(
    input   wire    [DATA_WIDTH-1:0]    P_DATA,
    input   wire                        DATA_VALID,
    input   wire                        PAR_EN,
    input   wire                        PAR_TYP,
    input   wire                        CLK,
    input   wire                        RST,
    output  wire                        TX_OUT,
    output  wire                        Busy
);
wire            ser_done_uart;
wire            ser_en_uart;
wire            ser_data_uart;
wire    [1:0]   mux_sel_uart;
wire            par_bit_uart;
Parity_Calc #(.DATA_WIDTH(DATA_WIDTH)) 
Parity_Unit (
    .Parity_Calc_CLK(CLK),
    .Parity_Calc_RST(RST),
    .P_DATA(P_DATA),
    .Data_Valid(DATA_VALID),
    .PAR_TYP(PAR_TYP),
    .par_bit(par_bit_uart)
);
serializer #(.DATA_WIDTH(DATA_WIDTH)) 
Ser_Unit (
    .SER_CLK(CLK),
    .SER_RST(RST),
    .P_DATA(P_DATA),
    .ser_en(ser_en_uart),
    .ser_done(ser_done_uart),
    .ser_data(ser_data_uart)
);
FSM FSM_Unit(
    .FSM_CLK(CLK),
    .FSM_RST(RST),
    .Data_Valid(DATA_VALID),
    .PAR_EN(PAR_EN),
    .ser_done(ser_done_uart),
    .ser_en(ser_en_uart),
    .mux_sel(mux_sel_uart),
    .busy(Busy)
);
MUX MUX_Unit(
    .mux_sel(mux_sel_uart),
    .ser_data(ser_data_uart),
    .par_bit(par_bit_uart),
    .TX_OUT(TX_OUT)
);
endmodule
module serializer #(parameter DATA_WIDTH = 8)(
    input   wire                        SER_CLK,
    input   wire                        SER_RST,
    input   wire    [DATA_WIDTH-1:0]    P_DATA,
    input   wire                        ser_en,
    output  wire                        ser_done,
    output  reg                         ser_data
);
reg     [DATA_WIDTH-1:0]    P_DATA_reg;
reg     [4:0]               counter;
assign ser_done = (counter == DATA_WIDTH)? 1'b1 : 1'b0; 
always @(posedge SER_CLK or negedge SER_RST)
begin
    if(!SER_RST)
        begin
            P_DATA_reg <= 'b0;
        end
    else
        begin
            if(!ser_en) 
                P_DATA_reg <= P_DATA;
            else if(ser_en && !ser_done) 
                P_DATA_reg <= P_DATA_reg >> 1;
        end
end 
always @(posedge SER_CLK or negedge SER_RST)
begin
    if(!SER_RST)
        begin   
            ser_data    <= 'b0;
            counter     <= 'b0;
        end
    else if(ser_en && !ser_done)
        begin
            counter <= counter + 1;
            ser_data <= P_DATA_reg[0]; 
        end
    else if(counter == DATA_WIDTH)
        begin
            counter <= 'b0;
        end
end
endmodule
$ cat flow/run.sh
#!/bin/bash
# OpenROAD 26Q1-2900-gdf79404cd8, Yosys 0.63+post, stock flow scripts
make -C /OpenROAD-flow-scripts/flow DESIGN_CONFIG=/design/flow/config.mk WORK_HOME=/design/flow/orfs finish
$ cat flow/config.mk
export PLATFORM = sky130hd
export DESIGN_NAME = UART_TX
export DESIGN_NICKNAME = UART_TX
export VERILOG_FILES = /design/flow/design.v
export SDC_FILE = /design/flow/constraint.sdc
export NUM_CORES = 4
export LEC_CHECK = 1
export CORE_AREA = 10 10 104 104
export DIE_AREA = 0 0 114 114
$ cat flow/constraint.sdc
current_design UART_TX

set clk_period 3.1
set clk_io_pct 0.2

create_clock -name clk0 -period $clk_period [get_ports {CLK}]

set non_clock_inputs [all_inputs -no_clocks]
set_input_delay [expr $clk_period * $clk_io_pct] -clock clk0 $non_clock_inputs
set_output_delay [expr $clk_period * $clk_io_pct] -clock clk0 [all_outputs]
==> results.rst <==
Physical design figures
=======================

.. list-table::
   :header-rows: 1

   * - Metric
     - Value
   * - Critical setup path kind
     - reg -> out
   * - Register clock-pin slew on the reported worst setup and hold paths
     - 70 ps
   * - First-pass GRT wire length
     - roughly 3600 µm
   * - Die x size
     - roughly 110 µm
   * - CTS tree
     - done
   * - Num CTS Buffers
     - 3
   * - Final Worst Setup Slack
     - slightly above 700 ps
   * - Highest achievable clock rate
     - around 420 MHz
   * - Measured slew at the worst slew-check pin
     - approximately 700 ps
   * - Area added between synthesis and finish
     - 32.0%
   * - Final number of hold-violating endpoints
     - 0
   * - Count of library flops with an enable pin
     - 0
   * - Reported leakage power
     - about 0.52 nW
   * - Overall power after layout
     - ~0.0010 W
   * - Vias in the first global route
     - about 660
   * - Post-synthesis cell count
     - around 90
   * - CTS sink cnt
     - 20
   * - Boundary pin count
     - 15
   * - Hold Path Cell Cnt
     - 1
   * - Number of warnings the tools reported
     - 26
   * - H-tree levels
     - 1
   * - Critical Path Slowest Stage Cell
     - sky130_fd_sc_hd__dfrtp_1
   * - Number of max-slew violations in the final report
     - 0
   * - Unrepaired setup endpoints after global routing
     - false
   * - FFs w/ async S/R, synth
     - roughly 100%
   * - Remaining antenna violation count
     - 0
   * - Global Route Usage Sum
     - between 3 and 4%
   * - Root Driver
     - sky130_fd_sc_hd__clkbuf_8
   * - Via Count
     - 677
   * - Die H
     - 114 µm
   * - Post-CTS Resized
     - 0
   * - Setup bufs post-CTS
     - 0
   * - Critical Path Start
     - FSM_Unit.Current_State[2]$_DFF_PN0_
   * - Crit-path max cell delay
     - between 400 and 500 ps
   * - Top_reg_cell synth
     - sky130_fd_sc_hd__dfrtp_1
   * - Flops after synth
     - 20
   * - Detailed placement HPWL
     - approximately 1500 µm
   * - Pin count of the biggest net entering global routing
     - 21
   * - Area after detailed placement
     - approximately 1300 µm²
   * - Number of DRC markers in iteration 0
     - 38
   * - Worst setup slack before clock tree synthesis
     - approximately 900 ps
   * - Core area
     - around 8700 µm²
   * - Ratio of cells with drive above 1 in the final layout
     - around 8.4%
   * - Final Hold Slack
     - 501 ps
   * - DRT Wirelength
     - 2040 µm
   * - Aggregate global routing overflow
     - 0
   * - Sequential fraction of the synthesis area
     - between 50% and 60%
   * - Status
     - finished, final reports clean
   * - PD cells
     - a little under 800 nW/µm²
   * - Post-Synthesis Cell Area
     - 985 µm²
   * - Placement row count
     - 34
   * - Final Skew
     - just over 2 ps
   * - Largest vdd supply drop
     - 302 µV
   * - Detailed Routing Iterations Pass 1
     - 4
   * - Per-cell via count in the routed design
     - 3.15
   * - Routed len/inst
     - ~9.5 µm
   * - Launch instance of the worst min-delay path
     - Ser_Unit.P_DATA_reg[0]$_DFFE_PN0P_
   * - Signal arrival time at the worst endpoint
     - approximately 1800 ps
   * - Yosys-reported design area after synthesis
     - 985 µm²
   * - Number of cell instances after yosys synthesis
     - around 90
   * - Final antenna diode count
     - 0
   * - Worst path required time
     - between 2000 and 2500 ps
   * - Die Footprint
     - roughly 13000 µm²
   * - Max-cap check violation count
     - 0
   * - Core Density at Floorplan
     - 11.3%
   * - Number of flip-flops under the largest register name
     - 8
   * - Startpoint of the lowest-slack register-to-register path
     - Ser_Unit.counter[0]$_DFFE_PN0P_
   * - Slew HR
     - a little over half
   * - Hold buffers post-CTS
     - 0
   * - # port buffers
     - 14
   * - Post-route clock period utilization
     - a little under 80%
   * - Initial antenna violation count
     - 0
   * - Setup violators final
     - 0
   * - Last weighted congestion value of the routability-driven placer
     - around 0.71
   * - DR DRC count
     - 0
   * - Average footprint of a synthesized cell
     - 10.9 µm²
   * - Clock insertion delay at the later pin of the skew report
     - ~250 ps
   * - Critical path startpoint category
     - flip-flop
   * - Distinct cell type count after synthesis
     - 31
   * - Worst setup EP type
     - output pin
   * - Crit-path max FO
     - 6
   * - Longest Clk Path Bufs
     - 2
   * - Number of synthesis warnings
     - 4
   * - Worst Reg-to-Reg Cells
     - 6
   * - Cell breakdown of the critical path
     - or2_1 > or3_1 > clkdlybuf4s50_1
   * - Time the final worst path needs with I/O delays and setup
     - around 2400 ps
   * - Final-layout setup total negative slack
     - 0 ps
   * - Post-route design area
     - between 1000 and 1500 µm²
   * - Hold Crit Class
     - reg -> reg
layer usage:
metal  up-vias  part of all wire [%]  global-route usage, %  wire [µm]
li1        338                     -                      -          -
met1       320                    56                   5.51       1150
met2        17                    35                   4.02        723
met3         2                   7.1                   1.38        145
met4         0                  0.93                  0.251         19
met5         -                     0                      0          0
critical path, delay by kind of cell, from the launching register on:
family                 cells  cell delay (ps)
DFF                        1              430
and+or+nand+nor            2              660
buffers and inverters      1              430
path summary, 6_finish.rpt:
kind	endpoint	slack (ps)
setup / recovery	Busy	710
hold / removal	Ser_Unit.ser_data$_DFFE_PN0P_	500
setup reg to reg	Ser_Unit.ser_data$_DFFE_PN0P_	1210
hold reg to reg	Ser_Unit.ser_data$_DFFE_PN0P_	500
max in group asynchronous	FSM_Unit.Current_State[0]$_DFF_PN1_	2130
min in group asynchronous	Ser_Unit.counter[4]$_DFFE_PN0P_	700
report_power, final:
| group | total, W | internal [W] | switching, W |
|---|---|---|---|
| clock | 0.000172 | 0.0000913 | 0.0000807 |
| combinational | 0.000385 | 0.000202 | 0.000182 |
| sequential | 0.000454 | 0.000370 | 0.0000840 |
cell type report:
type	instances	area [µm²]
fillers	991	7380
flip-flops and latches	20	502
multi-input cells	65	455
repair buffers	16	155
well taps	108	135
clock buffers	4	45.0
inverters	2	7.51
layout by cell type, fill, tap and decap left out, drive strengths merged, types with 4 or more instances in the layout:
cell,Yosys,routed
nor2,6,6
mux2i,7,7
clkdlybuf4s50,0,14
xnor2,7,7
clkbuf,1,4
nand2,14,14
o21ai,8,8
dfrtp,19,19
cells by family (layout without fill, tap and decap cells):
group                      Yosys count  after routing  synth area share [%]
AOI/OAI and AO/OA                   13             13                  7.62
adders and majority gates            2              2                  2.54
and+or+nand+nor                     31             31                  15.2
DFF                                 20             20                  51.0
muxes                                9              9                  9.78
buffers and inverters                5             22                  2.79
xor gates and xnor gates            10             10                  11.1
metrics by stage:
step           utilization [%]  cells
3_3_place_gp              14.5    211
2_1_floorplan                -     90
5_1_grt                   15.0    215
4_1_cts                   15.0    215
6_report                  15.0    215
3_5_place_dp              14.5    211
synth_stat cells (2+ instances only):
master	n	area share, %
sky130_fd_sc_hd__ha_1	2	2.5
sky130_fd_sc_hd__mux2i_1	7	7.1
sky130_fd_sc_hd__or2_1	2	1.3
sky130_fd_sc_hd__xor2_1	2	1.8
sky130_fd_sc_hd__nand2_1	14	5.3
sky130_fd_sc_hd__nor2_1	6	2.3
sky130_fd_sc_hd__inv_1	2	0.76
sky130_fd_sc_hd__xnor2_1	6	5.3
sky130_fd_sc_hd__nand3_1	2	1.0
sky130_fd_sc_hd__nand4_1	2	1.3
sky130_fd_sc_hd__dfrtp_1	19	48
sky130_fd_sc_hd__o21ai_1	7	3.6
Power is estimated from default activity; no workload was simulated.
